$ cat /design/flow/config.mk
export PLATFORM = sky130hd
export DESIGN_NAME = add
export DESIGN_NICKNAME = add
export VERILOG_FILES = /design/flow/design.v
export SDC_FILE = /design/flow/constraint.sdc
export NUM_CORES = 4
export LEC_CHECK = 1
export CORE_AREA = 10 10 112 112
export DIE_AREA = 0 0 122 122
$ cat /design/flow/constraint.sdc
current_design add

set clk_period 17.0
set clk_io_pct 0.2

create_clock -name clk0 -period $clk_period [get_ports {clk}]

set non_clock_inputs [all_inputs -no_clocks]
set_input_delay [expr $clk_period * $clk_io_pct] -clock clk0 $non_clock_inputs
set_output_delay [expr $clk_period * $clk_io_pct] -clock clk0 [all_outputs]
$ cat /design/flow/design.v
module add #(parameter N=32)(  
      input [N-1:0] a,
      input [N-1:0] b, 
      input clk, rst,
	  output reg [N-1:0] Q
);  
reg cout;
wire cin=1'b0;
always @(posedge clk) begin
    if (~rst)
	    begin
            {cout,Q}= a + b + cin; 
		end
	else
        Q<=0;
end
endmodule	    
$ cat /design/flow/run.sh
#!/bin/bash
# OpenROAD 26Q1-2900-gdf79404cd8, Yosys 0.63+post, stock flow scripts
make -C /OpenROAD-flow-scripts/flow DESIGN_CONFIG=/design/flow/config.mk WORK_HOME=/design/flow/orfs finish
==> CHANGELOG.md <==
## Flow update

- Die width: approximately 120 um
- YS warnings: 1
- Routed WL: approximately 9.1 mm
- WL per Instance: about 16 um
- Netlist cell types: ~60
- Slew HR: between 40% and 50%
- Final Util: roughly two fifths
- Area leader, netlist: dfxtp_1
- Die Span Y: around 120 um
- Min-Delay Path Class: input port to flip-flop
- FP Core Util: 27.0%
- Number of antenna violations at the first check in global routing: 0
- Setup TNS: 0 ps
- Power Density: slightly above 70 nW/um^2
- Count of library flops with an enable pin: 0
- Vias: about 2,900
- IO Count: slightly below 100
- Worst Setup EP: Q[28]
- Tot GR Track Use: between 10% and 20%
- Worst IR Drop VDD: 34.3 uV
- CP Class: input port to flip-flop
- Rows: 37
- Lkg Pwr: around 1.5 nW
- Top cells by area: dfxtp_1, ha_1, a21oi_1
- Worst path arrival time: 5980 ps
- Req. time, crit path: approximately 17,000 ps
- Top reg by flops: Q
- Worst-margin pin slew: slightly above 800 ps
- Hold Fails Final Rpt: 0
- Syn Std Cell Area: approximately 2800 um^2
- Post-DP HPWL: about 7.3 mm
- Post-route ant nets: 0
- Status: completed
- Crit path capture type: flip-flop
- Post-CTS setup buffers: 0
- Vias per cell: 5.08
- Final-report max-slew violation count: 0
- Number of cells in Yosys stat: 345
- Synth Flop Type: dfxtp_1
- Asr flop ratio synth: 0%
- Cts bufs inserted: 5
- Unrepaired setup endpoints after global routing: false
- H-tree depth reported by CTS: 2
- Post-synth seq share: around 23%
- Total grt overflow: 0
- CTS Sinks: 32
- Tool Warnings: 25
- Largest registers: Q x32
- Syn avg cell area: about 8.0 um^2
- Die area: around 15,000 um^2
- Hold_buf cts: 0
- Crit Path Max Fanout: 4
- Reported max-cap violation count: 0
- Resized cells post-CTS: 0
- Startpoint Class: input port
- Tmin final: 5800 ps
- Gpl congestion: about 0.86
- Setup crit start: a[0]
- Layout cells sized above 1: ~4%
- F_max: roughly 170 MHz
- Placeable Area: between 10,000 and 15,000 um^2
- CTS Root Cell: clkbuf_8
- Max reg flops: 32
- Clock Path Buffers: 2
- Hold WS: 3850 ps
- Flops out of synthesis: 32
- Antenna fix cells: 0
- First-pass GRT wire length: between 10 and 15 mm
- TritonCTS clock tree: built
- Vias in the first global route: 2,896
- Final setup viols: 0
- Port buffer count: between 90 and 100
- Largest net degree at the start of global routing: ~44
- YS chip area: approximately 2800 um^2
- Period utilisation layout: 34.1%
- Drt drc: 0
- Layout area overhead: 42.3%
- Initial DRC Count: about 150
- Largest type area fraction: 23.2%
- Clock Pin Slew Worst Setup and Hold Paths: 80 ps
- Cells after Synth: 345
- First-pass detailed-route iteration total: 5
final cells by class:
cell class / count / area [um^2]
Inverter: 4 / 15.0
Timing Repair Buffer: 98 / 978
Clock buffer: 5 / 68.8
Multi-Input combinational cell: 291 / 2010
Fill cell: 1025 / 6300
Tap cell: 136 / 170
Clock inverter: 3 / 42.5
Sequential cell: 32 / 641
how the worst min path moves through the flow:
stage         from  cells past startpoint    to  slack (ps)
finish        b[0]                      3  Q[0]        3850
CTS           b[0]                      3  Q[0]        3850
global route  b[0]                      3  Q[0]        3880
cells in the mapped netlist, drive strengths merged, types with 7 or more instances:
| cell | n |
|---|---|
| a21o | 10 |
| xor2 | 9 |
| nand3 | 9 |
| dfxtp | 32 |
| nor2b | 8 |
| o21ai | 24 |
| nand4 | 8 |
| xnor2 | 10 |
| o211ai | 7 |
| a21oi | 40 |
| nor3 | 18 |
| nor2 | 30 |
| clkbuf | 12 |
| ha | 31 |
| nand2 | 20 |
worst max-delay path: stages:
cell and delay, ps:
clkdlybuf4s50_1 400, ha_1 240, fa_1 420, a21o_1 240, a221o_2 380, a21oi_1 290
o41ai_1 140, a21oi_1 150, mux2_1 330
where the power goes:
group          switching (mW)  total, mW  internal [mW]
Combinational          0.0552      0.118         0.0633
Sequential            0.00299     0.0886         0.0856
Clock                  0.0321     0.0755         0.0434
Total                  0.0903      0.283          0.192
metrics by stage:
stage / area, um^2 / cells / power (mW) / setup WS (ps)
3_5_place_dp: 3820 / 561 / 0.209 / 10910
6_report: 3930 / 569 / 0.283 / 11200
5_1_grt: 3930 / 569 / 0.304 / 11030
4_1_cts: 3930 / 569 / 0.287 / 11210
2_1_floorplan: 2760 / 345 / 0.154 / 11480
3_3_place_gp: 3820 / 561 / 0.209 / 10930
cells by family (layout without fill, tap and decap cells):
logic type / after synthesis / after routing / share of synthesized area, %
AOI/OAI and AO/OA: 116 / 116 / 27.7
xor gates and xnor gates: 19 / 19 / 6.03
adders and majority gates: 32 / 32 / 14.8
buffers and inverters: 22 / 110 / 3.90
DFF: 32 / 32 / 23.2
muxes: 3 / 3 / 1.18
and+or+nand+nor: 121 / 121 / 23.2
layer usage:
metal | GRT usage (%) | wire length, um | vias to the layer above
met3 | 2.35 | 512 | 9
met4 | 0.969 | 82 | 0
met2 | 19.0 | 4070 | 81
li1 | - | - | 1462
met1 | 16.9 | 4390 | 1337
met5 | 0 | 0 | -
cell usage in the layout (no fill, tap or decap), types with 9 or more instances in the layout:
| cell | synthesis | layout |
|---|---|---|
| ha_1 | 31 | 31 |
| dfxtp_1 | 32 | 32 |
| nor3_1 | 18 | 18 |
| nor2_1 | 30 | 30 |
| xnor2_1 | 10 | 10 |
| clkdlybuf4s50_1 | 0 | 97 |
| a21oi_1 | 40 | 40 |
| xor2_1 | 9 | 9 |
| o21ai_0 | 19 | 19 |
| nand2_1 | 20 | 20 |
| nand3_1 | 9 | 9 |
| a21o_1 | 9 | 9 |
Power is estimated from default activity; no workload was simulated.
