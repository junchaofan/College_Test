**flow/run.sh**
```bash
#!/bin/bash
# OpenROAD 26Q1-2900-gdf79404cd8, Yosys 0.63+post, stock flow scripts
make -C /OpenROAD-flow-scripts/flow DESIGN_CONFIG=/design/flow/config.mk WORK_HOME=/design/flow/orfs finish
```
**flow/config.mk**
```make
export PLATFORM = sky130hd
export DESIGN_NAME = sl
export DESIGN_NICKNAME = sl
export VERILOG_FILES = /design/flow/design.v
export SDC_FILE = /design/flow/constraint.sdc
export NUM_CORES = 4
export LEC_CHECK = 1
export CORE_AREA = 10 10 97 97
export DIE_AREA = 0 0 107 107
```
**flow/constraint.sdc**
```tcl
current_design sl

set clk_period 1.0
set clk_io_pct 0.2

create_clock -name clk0 -period $clk_period [get_ports {clk}]

set non_clock_inputs [all_inputs -no_clocks]
set_input_delay [expr $clk_period * $clk_io_pct] -clock clk0 $non_clock_inputs
set_output_delay [expr $clk_period * $clk_io_pct] -clock clk0 [all_outputs]
```
**flow/design.v**
```verilog
module sl #(parameter N=32)(  
      input [N-1:0] a,    
      input [N-1:0] b,    
	  input clk,
      input c,            
      output reg [N-1:0] out         
);  
always @(posedge clk)
    begin
      out= (c==1'b0) ? a : b; 
    end 
endmodule 			  
```
==> run summary <==
# setup viols final: 0
Max Cap Viol: 0
Yosys warnings: 1
CTS tree: yes
cells in synth_stat.txt: 68
Hold EP: out[30]$_DFF_P_
Inst Count DP: 262
GRT overflow: 0
CTS clk-pin slew, worst paths: 60 ps
Die Y: 107 µm
total die area: 0.0114 mm²
number of flip-flops in the largest register: 32
vias in the first global route: 1009
post-synth area from yosys stat: 0.00118 mm²
most frequent cells in the layout: clkdlybuf4s50_1, mux2_4, dfxtp_1
drt wl/cell: 13.2 µm
count of tool warnings: 25
htree depth: 2
CTS Sinks: 32
Final Hold Fails: 0
pins over their slew limit: 0
RSZ-0062 raised after global routing: false
die width: 107 µm
slowest CP cell: dfxtp_2
Synth Register Bits: 32
largest net degree at the start of global routing: 21
worst stage delay on the critical path: 310 ps
core area: 0.00729 mm²
DRC errors left: 0
CP Capture Type: output port
GRT Overall Usage: 5.88%
DP HPWL: 2960 µm
Syn Inst Count: 68
clock root buffer: clkbuf_8
clock buffer depth: 2
relative slew slack: 89.0%
Cell Chain, Critical Path: clkdlybuf4s15_1
crit path kind: reg2out
ANT nets after route: 0
Ports: 98
Hold Path Class: in2reg
Worst Min Path Start: c
status: completed
Inserted Diodes: 0
vias: 878
post-CTS setup buffer count: 0
Cell Pwr Density: 1260 mW/mm²
Pre-antenna DRT Iters: 3
worst path arrival time: 760 ps
first-pass GRT wire length: 5330 µm
I/O Buffers: 97
Final min period: 965 ps
WP data required: 800 ps
Layout area overhead: 92.4%
Avg Cell Area, Syn: 17.4 µm²
Syn Std Cell Area: 0.00118 mm²
most frequent logic cell in the layout: clkdlybuf4s50_1
fin cells: 267
Hold Path Cell Cnt: 2
Crit path max-delay family: flip-flops
Power, Total: 2.87 mW
Iter 0 DRT Violations: 24
layout cells sized above 1: 32.1%
Post-Route WL: 3520 µm
Num CTS Buffers: 5
Leakage: 0.976 nW
Seq/Total Area, Yosys: 54.1%
RD Place Congestion: 0.726
Hold Buf Count CTS: 0
FP Core Util: 16.2%
Worst Tran Pin Value: 165 ps
std cell rows: 31
FMAX: 1040 MHz
critical path launch point type: register
worst vdd ir: 0.000556 V
Cell Type Count: 5
vias per cell: 3.29
antenna violations before repair: 0
WP buf/inv: 1
Filler Cell Count: 770
fin crit share: 96.5%
Crit Path Max Fanout: 1
[per-stage QoR]
step / util, % / hold WS [ps] / TNS, ps / setup WS, ps / cell area, µm²
4_1_cts: 31.7 / 247 / 0 / 0.569 / 2310
5_1_grt: 31.3 / 257 / 0 / 3.09 / 2280
2_1_floorplan: - / 343 / 0 / 138 / 1180
3_3_place_gp: 30.8 / 543 / -29.8 / -13.6 / 2240
6_report: 31.3 / 262 / 0 / 35.4 / 2280
3_5_place_dp: 30.8 / 541 / -127 / -17.8 / 2240
[per-layer routing]
metal / global-route usage [%] / vias up / share of wire (%)
li1: - / 433 / -
met1: 6.36 / 383 / 40
met2: 9.57 / 60 / 45
met3: 4.06 / 2 / 15
met4: 0.677 / 0 / 0.26
met5: 0 / - / 0
[cells by family (layout without fill, tap and decap cells)]
family | count (synthesis) | in the layout | synth area share [%]
buffers and inverters | 4 | 104 | 6.02
DFF | 32 | 32 | 54.1
muxes | 32 | 32 | 39.9
[area by class of cell]
class | count | area, µm² | area share, %
multi-input combinational | 32 | 473 | 20.7
clock buffer | 5 | 68.8 | 3.02
timing repair buffer | 99 | 966 | 42.4
tap | 99 | 124 | 5.43
sequential | 32 | 648 | 28.4
[synth_stat cells]
| master | n | area, µm² |
|---|---|---|
| dfxtp_1 | 32 | 641 |
| mux2_2 | 2 | 22.5 |
| buf_6 | 1 | 11.3 |
| mux2_4 | 30 | 450 |
| buf_12 | 3 | 60.1 |
[where the power goes]
part	internal, mW	switching, mW
Sequential	1.38	0.0232
Combinational	0.480	0.111
Clock	0.448	0.428
[timing repair]
item | in CTS | in global routing
resized | 66 | 12
gates cloned | 0 | 0
setup endpoints to repair | 32 | 9
[worst max path at each step]
stage          startpoint  cells after the start  endpoint  slack (ps)
5_1_grt   out[16]$_DFF_P_                      1   out[16]           3
4_1_cts   out[18]$_DFF_P_                      1   out[18]         0.6
6_report  out[16]$_DFF_P_                      1   out[16]          40
Power is estimated from default activity; no workload was simulated.
