==> design.v <==
module memory #(parameter N=32,parameter LEN=16)(
input [N-1:0]read_addr,
input clk,
output reg [N-1:0]Q
);
reg [N-1:0]list[LEN-1:0];
integer count;
assign list[0]=8'h00000003 ;
assign list[1]=8'h00000002 ;
assign list[2]=8'h00000000 ;
assign list[3]=8'h00000007 ;
assign list[4]=8'h00000004 ;
assign list[5]=8'h00000000 ;
assign list[6]=8'h00000000 ;
assign list[7]=8'h0000000b ;
assign list[8]=8'h00000006 ;
assign list[9]=8'h00000000 ;
assign list[10]=8'h00000000 ;
assign list[11]=8'h00000000 ;
assign list[12]=8'h00000008 ;
assign list[13]=8'h00000000 ;
assign list[14]=8'h00000000 ;
assign list[15]=8'h00000000 ;
reg [LEN-1:0]addr;
assign addr=read_addr;
always @(posedge clk) begin
	    Q<=list[addr];
	end
endmodule
==> run.sh <==
#!/bin/bash
# OpenROAD 26Q1-2900-gdf79404cd8, Yosys 0.63+post, stock flow scripts
make -C /OpenROAD-flow-scripts/flow DESIGN_CONFIG=/design/flow/config.mk WORK_HOME=/design/flow/orfs finish
==> config.mk <==
export PLATFORM = sky130hd
export DESIGN_NAME = memory
export DESIGN_NICKNAME = memory
export VERILOG_FILES = /design/flow/design.v
export SDC_FILE = /design/flow/constraint.sdc
export NUM_CORES = 4
export LEC_CHECK = 1
export CORE_AREA = 10 10 70 70
export DIE_AREA = 0 0 80 80
==> constraint.sdc <==
current_design memory

set clk_period 1.1
set clk_io_pct 0.2

create_clock -name clk0 -period $clk_period [get_ports {clk}]

set non_clock_inputs [all_inputs -no_clocks]
set_input_delay [expr $clk_period * $clk_io_pct] -clock clk0 $non_clock_inputs
set_output_delay [expr $clk_period * $clk_io_pct] -clock clk0 [all_outputs]
==> flow_metrics.py <==
# Flow results
metrics = {
    "worst_hold_path": {
        "min_to": "Q[0]",
        "hold_path_class": "primary input to flop",
        "min_path_cells": 3,
        "hp-start": "read_addr[3]",
    },
    "power": {
        "p_seq_share_pct": 39.2,
        "ir_drop_mv": 0.114,
        "p_switching_mw": 0.0800,
        "cellInternalPower_mw": 0.321,
        "power_density_nw_per_um2": 859,
        "clockPowerShare_pct": 43.0,
        "leakagePower_nw": 0.242,
        "p_sw_share_pct": 20.0,
        "p_comb_share_pct": 17.8,
        "finalPower_mw": 0.401,
    },
    "final_layout": {
        "area_growth_pct": 22.7,
        "largest_register_ff_count": 4,
        "final_cells": 107,
        "stdcell_area_um2": 467,
        "layout_top_cells": "conb_1 (28), buf_4 (5), dfxtp_1 (4), dlygate4sd2_1 (4)",
        "top_regs": "Q x4",
        "layout.cells.most_common": "conb_1",
        "largest-register": "Q",
        "drive_gt1_share_pct": 14.8,
    },
    "floorplanning": {
        "rows": 21,
        "initial_core_util_pct": 11.1,
        "die_h_um": 80,
        "io_pins": 65,
        "dieArea_um2": 6400,
        "die_x_um": 80,
        "core_um2": 3420,
    },
    "yosys": {
        "yosysWarnings": 19,
        "syn_avg_cell_area_um2": 8.27,
        "syn-instance-count": 46,
        "ys_types": 15,
        "ys_ff": 4,
        "yosys-stat-area_um2": 380,
        "ys_cells": 46,
        "yosysSeqAreaShare_pct": 21.1,
        "synthesis.area_um2": 380,
    },
    "global_route": {
        "antenna_found_initial": 0,
        "grt_max_degree": 6,
        "grt_usage_pct": 1.97,
        "grt_pass1_vias": 282,
        "overflow": 0,
        "grt_pass1_wl_um": 1080,
    },
    "cts": {
        "cts_buffer_depth": 2,
        "h-tree-depth": 1,
        "cts.sinks": 4,
        "cts_tree": "yes",
        "cts-buffers-inserted": 3,
        "cts-root-buf": "clkbuf_4",
        "clk_pin_slew_worst_paths_ps": 30,
        "post_cts.repair.setup_buffers": 0,
    },
    "final_timing": {
        "maxSlewViolCount": 0,
        "period_minus_slack_ps": 1040,
        "tns_ps": 0,
        "fmax_mhz": 961,
        "setup_viol": 0,
        "rsz0062_at_grt": "false",
        "hold_violations": 0,
        "period_used_pct": 94.6,
    },
    "drt": {
        "dr.pass1.iters": 2,
        "drtIter0Drc": 4,
        "postRouteWirelength_um": 765,
        "antenna-diode-count": 0,
        "num_vias": 243,
        "wire_per_inst_um": 7.15,
        "remaining_drc_errors": 0,
        "final_antenna_net_count": 0,
        "via_per_inst": 2.27,
    },
    "critical_path": {
        "cp_max_fo": 4,
        "crit_type": "primary input to flop",
        "critPathRequiredTime_ps": 1260,
        "crit_path_start_kind": "primary input",
        "cp.arrival_ps": 1200,
        "worstSetupEndpointType": "flop",
    },
    "place": {
        "placed_cells_incl_taps": 104,
        "place.gp.congestion": 0.693,
        "dp_hpwl_um": 693,
        "portBuffers": 8,
        "dpl-instance-area_um2": 447,
    },
    "run_status": {
        "outcome": "complete, no violations",
    },
    "job": {
        "warnings": 53,
        "maxCapViolCount": 0,
    },
}
-- worst max path at each step --
stage / startpoint / to / slack (ps)
global route: read_addr[1] / Q[0] / 20
finish: read_addr[1] / Q[3] / 60
CTS: read_addr[3] / Q[2] / 30
-- worst max-delay path, cell delays in order --
cell and delay, ps:
clkdlybuf4s50_1 460, or3b_1 390, a21boi_1 130
-- synth_stat cells, drive strengths merged --
cell	n	area (µm²)
o2bb2ai	1	8.76
nand2	1	3.75
buf	28	210
or3b	1	8.76
or2	1	6.26
or3	1	6.26
xor2	1	8.76
a21boi	1	7.51
a21oi	1	5.00
nor2	1	3.75
nor2b	2	12.5
dfxtp	4	80.1
nand3b	1	7.51
conb	1	3.75
a211oi	1	7.51
-- metal layers --
layer  GRT usage [%]  part of all wire [%]  wire length (µm)  vias to the layer above
met5               0                     0                 0                        -
met4           0.880                     0                 0                        0
met3            1.14                    12                93                        0
met2            2.65                    42               324                       24
met1            2.47                    45               346                       99
li1                -                     -                 -                      120
-- power by group through the flow --
stage | registers, mW | logic, mW | clock network [mW]
after CTS | 0.157 | 0.0760 | 0.186
after global routing | 0.158 | 0.0847 | 0.188
final | 0.157 | 0.0713 | 0.173
-- logic make-up (layout without fill, tap and decap cells) --
group / Yosys count / in the layout / share of synthesized area (%)
buffers and inverters: 28 / 16 / 55.3
AND/OR/NAND/NOR: 8 / 8 / 12.8
AND-OR/OR-AND: 4 / 4 / 7.57
flip-flops: 4 / 4 / 21.1
other: 1 / 28 / 0.986
XOR/XNOR: 1 / 1 / 2.30
-- cell type report --
| cell class | instances | area [µm²] |
|---|---|---|
| well taps | 46 | 57.6 |
| flip-flops and latches | 4 | 80.1 |
| clock buffers | 3 | 22.5 |
| repair buffers | 13 | 115 |
| multi-input cells | 41 | 191 |
| fillers | 404 | 2950 |
-- repair_timing --
item | 4_1_cts | 5_1_grt
endpoints found under the setup margin | 4 | 1
gates resized | 4 | 1
hold buffers | 0 | 0
-- through the flow --
step	setup slack, ps	utilization, %	hold slack [ps]
after floorplan	334	-	289
after global placement	-209	13.1	890
after detailed placement	-211	13.1	890
after CTS	26.8	13.6	681
after global routing	19.3	13.7	369
final	59.3	13.7	334
No activity file was given, so power comes from the tool's default toggle rates.
